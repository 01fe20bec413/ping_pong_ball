==> flow/design.v <==
module lamp_handball(clk_lf,clk_game,rst,LeftSw,RightSw,Led,Score_Left,Score_Right );
input clk_game,rst,LeftSw,RightSw,clk_lf;
output   [15:0]Led;
output [3:0] Score_Left,Score_Right;
reg GameDirection;        
reg GameStart;
reg LeftBorder; 
reg RightBorder; 
reg LeftPass;
reg RightPass;
reg Center;
reg [5:0]Counter;
reg [3:0] score_Left,score_Right;
reg [15:0]led;
  initial 
  begin 
                Counter=17;
                GameStart=0; 
                GameDirection=1;
                score_Right=0;
                score_Left=0;
  end 
       always @ (posedge clk_game )  
begin
    if(rst==1)
    begin
        Counter=17;
        GameStart=0; 
        GameDirection=1;
        score_Right=0;
        score_Left=0;
    end
    if(GameDirection&GameStart)
        Counter=Counter-1;
    if(!GameDirection&GameStart)
       Counter=Counter+1;
       if(!GameStart&((score_Left>0)|(score_Right>0)))
       begin 
               Counter =17;
       end 
    if(~GameStart&LeftBorder&LeftSw)             
    begin
        GameStart=1; 
        GameDirection=1;
        Counter =17;
    end
    if(RightPass&RightSw)
        GameDirection=0;
    else if(LeftPass&LeftSw)
        GameDirection=1;
    else if (RightBorder&GameStart&GameDirection)
    begin
        score_Left=score_Left+1; 
        GameStart=0;
       end   
    else if (LeftBorder&GameStart&!GameDirection)                 
    begin
        score_Right=score_Right +1; 
        GameStart=0;
    end
    else if (Center&GameStart&RightSw)
    begin
        score_Left=score_Left+1; 
        GameStart=0;
    end
   else if(Center&GameStart&LeftSw)
    begin
        score_Right=score_Right +1; 
        GameStart=0;
     end                                               
    if(Counter==17)  LeftBorder=1;
    else             LeftBorder=0;
    if (Counter==0)  RightBorder=1;
    else             RightBorder=0;
    if(Counter==16|Counter==15) LeftPass=1;
    else                        LeftPass=0;
    if(Counter==2|Counter==1)   RightPass=1;
    else                        RightPass=0;
    if(Counter<15&Counter>2)  Center=1;
    else                        Center=0;
    if(Counter>17)  Counter=17;
       if(Counter<0)  Counter=17;
     case(Counter)
          0:  led=16'b0000000000000001; 
          1:  led=16'b0000000000000001;
          2:  led=16'b0000000000000010;
          3:  led=16'b0000000000000100;
          4:  led=16'b0000000000001000;
          5:  led=16'b0000000000010000;
          6:  led=16'b0000000000100000;
          7:  led=16'b0000000001000000;
          8:  led=16'b0000000010000000;
          9:  led=16'b0000000100000000;
          10: led=16'b0000001000000000;
          11: led=16'b0000010000000000;
          12: led=16'b0000100000000000;
          13: led=16'b0001000000000000;
          14: led=16'b0010000000000000;
          15: led=16'b0100000000000000;
          16: led=16'b1000000000000000;
          17: led=16'b1000000000000000;  
     default: led=16'b0001111001111000;
          endcase
end
assign Led=led; 
assign Score_Left  = score_Left;
assign Score_Right = score_Right;
endmodule
==> flow/run.sh <==
#!/bin/bash
# OpenROAD 26Q1-2900-gdf79404cd8, Yosys 0.63+post, stock flow scripts
make -C /OpenROAD-flow-scripts/flow DESIGN_CONFIG=/design/flow/config.mk WORK_HOME=/design/flow/orfs finish
==> flow/config.mk <==
export PLATFORM = sky130hd
export DESIGN_NAME = lamp_handball
export DESIGN_NICKNAME = lamp_handball
export VERILOG_FILES = /design/flow/design.v
export SDC_FILE = /design/flow/constraint.sdc
export NUM_CORES = 4
export LEC_CHECK = 1
export CORE_UTILIZATION = 40
==> flow/constraint.sdc <==
current_design lamp_handball

set clk_period 4.9
set clk_io_pct 0.2

create_clock -name clk0 -period $clk_period [get_ports {clk_game}]

set non_clock_inputs [all_inputs -no_clocks]
set_input_delay [expr $clk_period * $clk_io_pct] -clock clk0 $non_clock_inputs
set_output_delay [expr $clk_period * $clk_io_pct] -clock clk0 [all_outputs]
==> Slide: Implementation Results <==
Flow Results at a Glance

Outcome
  – Outcome: finished, final reports clean

Clock network
  – # H-tree levels: 2
  – Post-CTS setup buffers: 0
  – Hold buffer count at cts: 0
  – Post-CTS Resized: 0
  – CTS root buffer: clkbuf_8
  – CTS Buffer Depth: 2
  – Clk latency of the worst-skew pair: 0.29 ns
  – Reg clk slew, reported paths: 0.07 ns
  – TritonCTS Buffers: 5
  – # clock sinks: 37
  – CTS tree: built

Placed design
  – Number of buffers added on ports: 27
  – GP Congestion: 0.8712
  – Worst slack, placed: 1.044 ns
  – Area post-placement: 2021 sq um
  – Dpl hpwl: 2641 microns

Route
  – Initial DRC Count: 106
  – Vias: 1406
  – ANT cells: 0
  – Pre-Repair DR Iteration Count: 4
  – Final WL: 3665 microns
  – Remaining antenna violation count after routing: 0
  – Drt via density: 5.169
  – DRC violations left: 0
  – DR WL/cell: 13.47 microns

Floorplan
  – Die Width: 67.51 microns
  – Core area: 4058 sq um
  – I/O Pins: 29
  – Rows: 23
  – Die Ht: 67.51 microns
  – Chip footprint: 4558 sq um
  – Initial Util: 42.31%

Setup path
  – Arrival time of the worst setup path: 3.79 ns
  – Crit path max fanout: 11
  – Data required time of the worst path: 5.05 ns
  – Worst r2r dst: RightPass$_DFF_P_
  – Worst r2r path cells: 9
  – Worst Path Buf+Inv: 2
  – Startpoint types: input pin
  – Slowest cell on crit path: a2111oi_0
  – Most used cell, CP: nand2_1
  – R2r setup slk: 1.81 ns
  – Crit end category: flop
  – Highest cell delay on the worst timing path: 0.62 ns
  – RR Startpoint: GameStart$_DFF_P_
  – Setup CP Type: input pin to flop
  – Cell family with most CP delay: AND-OR/OR-AND gates
  – Crit-path cells: clkdlybuf4s50_1 -> inv_1 -> nand2_1 -> ha_1 -> nand2_1 -> and4b_1 -> o21ai_1 -> nor2_1 -> a2111oi_0 -> o21ai_0
  – CP Depth: 10

Job
  – Max Cap Violations: 0
  – Tool warnings: 28

GRT
  – Global Route Usage Sum: 18.21%
  – First-pass GRT wire length: 6051 microns
  – GR Overflow Total: 0
  – Largest net degree at the start of global routing: 20
  – Vias in the first global route: 1281
  – Initial antenna violation count: 0

Logic synthesis
  – Unique cell types: 50
  – Yosys top cell by area: dfxtp_1
  – Yosys stat area: 1717 sq um
  – Count leader, synth: dfxtp_1
  – Main flop type: dfxtp_1
  – Ys cells: 193
  – Post-synth seq share: 43.15%
  – Register bit total from synthesis: 37
  – Ys Warns: 1
  – Biggest area cells: dfxtp_1 (43%), nor2_1 (5.0%), xnor2_1 (4.1%)
  – Synth cell count leaders: dfxtp_1 (37), nor2_1 (23), nand2_1 (18)
  – Async set-reset flop share out of synthesis: 0%
  – EDFF count, synth: 0
  – Gate count after technology mapping: 193
  – Cell Area, Synth: 1717 sq um
  – Top area contributor share: 43.15%
  – Syn Area/Cell: 8.895 sq um

Power
  – Flop pwr share: 46.1%
  – Total power: 0.7585 mW
  – Sw Pwr: 0.2227 mW
  – Clock power frac: 34.4%
  – Int Power: 0.5358 mW
  – PwrDens: 355.8 nW/um^2
  – Combinational power share: 19.5%
  – Switching Fraction: 29.36%
  – VDD IR max: 0.2027 mV
  – Leakage: 0.8359 nW

Worst hold path
  – Hold path depth: 1
  – Hold Path Origin: RightPass$_DFF_P_
  – Worst min path class: flop to flop
  – Hold endpoint: GameDirection$_SDFF_PP0_

Final timing
  – Min cycle time layout: 3.642 ns
  – Setup WS post-layout: 1.258 ns
  – Clk_skew: 0.005367 ns
  – Min Hold Slack: 0.4302 ns
  – Final setup vio count: 0
  – Final hold violations: 0
  – Setup TNS Final: 0 ns
  – Post-route clock period utilization: 74.33%
  – F_max: 274.6 MHz
  – Rel. slew slack: 54.79%
  – RSZ-0062 raised after global routing: false
  – Worst-Margin Slew: 0.6756 ns
  – Max Slew Vio Count: 0

Cells and area
  – Synthesis-to-layout area growth: 24.20%
  – Design area: 2132 sq um
  – Filler cells: 354
  – Share of cells above drive strength 1: 6.306%
## worst max-delay path by stage
stage / slack (ns) / from / endpoint
after CTS: 1.31 / rst / Counter[0]$_DFF_P_
after global routing: 1.12 / rst / Counter[0]$_DFF_P_
final: 1.26 / rst / Counter[0]$_DFF_P_
## kinds of logic (layout without fill, tap and decap cells)
family	count (synthesis)	in the layout	synth area share [%]
AOI/OAI and AO/OA	36	36	14.94
xor gates and xnor gates	11	11	5.613
adders and majority gates	5	5	3.644
buffers and inverters	17	46	4.300
DFF	37	37	43.15
muxes	3	3	1.822
other	1	1	0.2184
and+or+nand+nor	83	83	26.31
## per-layer routing
metal | up-vias | track usage [%] | share of wire [%]
li1 | 732 | - | -
met1 | 643 | 29.25 | 54
met2 | 27 | 25.37 | 41
met3 | 4 | 4.452 | 4.1
met4 | 0 | 3.191 | 1.1
met5 | - | 0 | 0
## sequential cells by signal, summed over array words and instances (netlist names), 4 cells and up
name and count:
score_Left 4, score_Right 4, led 16, Counter 6
## power by group through the flow
stage / Clock, mW / Combinational [mW] / Sequential (mW)
6_report: 0.261 / 0.148 / 0.350
5_1_grt: 0.285 / 0.167 / 0.353
4_1_cts: 0.269 / 0.147 / 0.349
## per-stage QoR
step / instances / util, %
5_1_grt: 272 / 52.54
2_1_floorplan: 193 / -
3_5_place_dp: 264 / 49.80
4_1_cts: 272 / 52.54
3_3_place_gp: 264 / 49.80
6_report: 272 / 52.54
## cells in the final DEF, fill, tap and decap left out, types with 6 or more instances in the layout
master and count:
a21oi_1 8, clkdlybuf4s50_1 27, dfxtp_1 37, inv_1 10, nand2_1 18, nor2_1 23, nor2b_1 6, nor3_1 9
o21ai_0 10, xnor2_1 8
## layout make-up
| class | count | area, sq um | area share, % |
|---|---|---|---|
| timing repair buffer | 28 | 277.8 | 13.03 |
| clock inverter | 2 | 38.79 | 1.819 |
| clock buffer | 6 | 72.57 | 3.404 |
| multi-input combinational | 139 | 902.1 | 42.31 |
| inverter | 10 | 37.54 | 1.761 |
| sequential | 37 | 740.7 | 34.74 |
| tap | 50 | 62.56 | 2.934 |
Power and IR drop assume default switching activity.
