File: run.sh
#!/bin/bash
# OpenROAD 26Q1-2900-gdf79404cd8, Yosys 0.63+post, stock flow scripts
make -C /OpenROAD-flow-scripts/flow DESIGN_CONFIG=/design/flow/config.mk WORK_HOME=/design/flow/orfs finish
File: config.mk
export PLATFORM = sky130hd
export DESIGN_NAME = counter_to_led
export DESIGN_NICKNAME = counter_to_led
export VERILOG_FILES = /design/flow/design.v
export SDC_FILE = /design/flow/constraint.sdc
export NUM_CORES = 4
export LEC_CHECK = 1
export CORE_AREA = 10 10 70 70
export DIE_AREA = 0 0 80 80
File: constraint.sdc
current_design counter_to_led

set clk_period 2.8
set clk_io_pct 0.2

create_clock -name clk0 -period $clk_period

set non_clock_inputs [all_inputs -no_clocks]
set_input_delay [expr $clk_period * $clk_io_pct] -clock clk0 $non_clock_inputs
set_output_delay [expr $clk_period * $clk_io_pct] -clock clk0 [all_outputs]
File: design.v
module counter_to_led(counter,clk_game,led);
input [5:0]counter;
input clk_game;
output reg [15:0]led;
    always @ (*)
    begin
     case(counter)
     0:  led=16'b0001111111111000;
     1:  led=16'b0000000000000001;
     2:  led=16'b0000000000000010;
     3:  led=16'b0000000000000100;
     4:  led=16'b0000000000001000;
     5:  led=16'b0000000000010000;
     6:  led=16'b0000000000100000;
     7:  led=16'b0000000001000000;
     8:  led=16'b0000000010000000;
     9:  led=16'b0000000100000000;
     10: led=16'b0000001000000000;
     11: led=16'b0000010000000000;
     12: led=16'b0000100000000000;
     13: led=16'b0001000000000000;
     14: led=16'b0010000000000000;
     15: led=16'b0100000000000000;
     16: led=16'b1000000000000000;
     17: led=16'b0001111111111000;
default: led=16'b0001111001111000;
     endcase
    end
endmodule
==> results.txt <==
Status on the layout run. Post-detailed-routing wire length landed at 1510 µm. Final setup violation count landed at 0. Met2 layer usage reported by global route landed at 8.27%. Worst-case setup slack after placement landed at -215 ps. Share of cell area taken by muxes after synthesis landed at 0%.

Placement row count landed at 21. In the setup report, the worst path falls into the class in2out. According to the floorplan report, the die height is 80 µm. The slowest stage of the critical path belongs to the cell sky130_fd_sc_hd__clkdlybuf4s50_1. The highest supply drop recorded on VDD is 21.7 µV. Number of hold-slack violations in the final timing report landed at 0. Average footprint of a synthesized cell landed at 5.96 µm².

The kind of cell with the highest combined delay along the critical path is buffers and inverters. Die footprint landed at 6400 µm². The cell-mix breakdown from Yosys lists the adder-cell area share as 0%. Worst hold slack landed at 1960 ps. Data arrives at the worst endpoint at 2150 ps. The placement summary gives the final routability congestion estimate as 0.910. The report lists the power per cell area as 119 nW/µm². Number of clock buffers in the layout landed at 0.

The die is 80 µm wide. The main area contributors are sky130_fd_sc_hd__nor2_1 (12%), sky130_fd_sc_hd__nand2b_1 (8.2%), sky130_fd_sc_hd__a21oi_1 (7.9%). STA classifies the critical path startpoint as an input pin.

Via count of the first global-routing pass landed at 499. Number of max-capacitance violations reported landed at 0. The final critical path takes up 96.9% of the cycle. I/O pin total landed at 23.

The area fraction of the largest cell type after synthesis is 11.8%. Number of buffer and inverter instances along the worst setup path landed at 3. Setup repair after global routing left no endpoint under its margin.

After detailed routing, the average wire length per cell comes to 10.6 µm. Static leakage landed at 0.280 nW. Largest net degree at the start of global routing landed at 14. The finished cells cover 749 µm². Warning count from the yosys run landed at 1. Fill cell total of the finished layout landed at 399. According to the Yosys statistics, the synthesized design has a chip area of 382 µm². Length of the first detailed-routing pass in iterations landed at 4.

In the Yosys report the total cell count is 64. Instance count of the mapped netlist landed at 64. Area taken by flip-flops and latches landed at 0 µm².

The min-delay analysis places its worst path in the category in2out. The library cell used most frequently in the layout, excluding fill and tap cells, is sky130_fd_sc_hd__buf_4. For reference, the critical path cell chain is dlygate4sd2_1, buf_4, nand2b_1, or3_1, nor2_1, clkdlybuf4s50_1.

The highest clock rate this design can be run at is 369 MHz. The netlist uses 29 different library cells. Leftover overflow at the end of global routing landed at 0. In the finished design the tool counted flip-flops and latches totalling 0. Detail-routed via count per cell landed at 3.99. Transition time at the pin with the least slew margin landed at 307 ps.

And-or/or-and share of the synthesized area landed at 42.0%. The global router reports that the layer with the highest usage is met2. Antenna repair during routing inserted a diode count of 0. Per the OpenROAD floorplan log, the area of the core is 3420 µm². The flow measured a signed area growth from synthesis to layout of 96.4%. In this run the tool buffered the top-level ports with 22 buffer cells. Final total power landed at 0.0892 mW. For this block, the initial DRC count from the detailed router was 41. Checking max transition, the worst relative margin is 79.5%. The synthesized design spends more area on one cell type than any other, namely sky130_fd_sc_hd__nor2_1. DRC violation count after routing landed at 0.

Number of max-slew violations in the final report landed at 0. The cell area that synthesis handed to floorplanning was 382 µm². For reference, simple AND, OR, NAND and NOR cells occupy 43.3% of the area reported after synthesis. Shortest period the worst path allows landed at 2710 ps.

Adding up every negative setup slack in the final design gives 0 ps. For this run the detailed placement stage logged an HPWL of 1290 µm. Sequential share of the synthesized area landed at 0%. The worst path meets setup with 87.9 ps of slack. Along the worst path, the maximum fanout reaches 12. Hold-fix buffer count after cts landed at 0. The run finished with clean final reports. The routed layout has 570 vias.

met1 track demand over resource after global routing is 5.47%. The count of nets left with antenna violations once routing finished came out at 0. The top cell types in the final layout, fill and taps aside, are sky130_fd_sc_hd__buf_4 (18), sky130_fd_sc_hd__clkdlybuf4s50_1 (17), sky130_fd_sc_hd__nor2_1 (12). Met3 usage in global routing landed at 0.909%.

Global routing used 4.48% of the available tracks. Wire length of the first global-routing pass landed at 2430 µm. The number of antenna violations at the first check in global routing was 0. In the synthesized netlist, the dominant kind of combinational cell is simple AND/OR/NAND/NOR gates. Effective utilization at floorplan landed at 11.2%. The timing report gives the biggest stage delay along the critical path as 470 ps. Share of final-layout standard cells stronger than drive strength 1 landed at 22.7%. After Yosys synthesis, XOR and XNOR cells account for 2.30% of the synthesized area. After clock tree synthesis, the setup repair step added 0 buffers. The worst setup path is captured at an output pin. Critical path required time landed at 2240 ps. Across all stage logs, warnings added up to 33. The placement stage leaves a total instance area of 758 µm².
-- final cells by class --
cell class	count	area (µm²)	area share (%)
Tap cell	46	57.6	7.68
Inverter	3	11.3	1.50
Multi-Input combinational cell	54	335	44.7
Timing Repair Buffer	40	345	46.1
-- path summary, 6_finish.rpt --
check                      start      end  slack [ps]  cells after the start
worst max-delay path  counter[4]  led[13]          90                      6
worst min-delay path  counter[0]   led[8]        1960                      5
-- timing repair --
| action | CTS | global route |
|---|---|---|
| resized | 6 | 2 |
| pin swaps | 0 | 0 |
| endpoints found under the setup margin | 16 | 1 |
-- cell usage after synthesis, types with 2 or more instances --
| cell type | n |
|---|---|
| sky130_fd_sc_hd__a21oi_1 | 6 |
| sky130_fd_sc_hd__a22oi_1 | 2 |
| sky130_fd_sc_hd__a31oi_1 | 2 |
| sky130_fd_sc_hd__buf_2 | 2 |
| sky130_fd_sc_hd__clkbuf_1 | 4 |
| sky130_fd_sc_hd__inv_1 | 3 |
| sky130_fd_sc_hd__nand2_1 | 2 |
| sky130_fd_sc_hd__nand2b_1 | 5 |
| sky130_fd_sc_hd__nor2_1 | 12 |
| sky130_fd_sc_hd__nor4_1 | 2 |
| sky130_fd_sc_hd__o21ai_0 | 2 |
| sky130_fd_sc_hd__o21ai_1 | 4 |
| sky130_fd_sc_hd__o31ai_1 | 2 |
-- per-stage QoR --
step / util (%) / cells
final: 21.9 / 143
after global routing: 21.9 / 143
after CTS: 22.1 / 143
after detailed placement: 22.2 / 143
after global placement: 22.2 / 143
after floorplan: - / 64
-- tightest hold or removal path, delay by kind of cell --
family | cells | cell delay (ps)
AND/OR/NAND/NOR | 1 | 110
buffers and inverters | 3 | 660
AND-OR/OR-AND | 1 | 60
-- power by group --
| part | leakage (nW) | internal, mW | switching [mW] |
|---|---|---|---|
| clock | 0 | 0 | 0 |
| combinational | 0.280 | 0.0506 | 0.0386 |
| sequential | 0 | 0 | 0 |
-- logic make-up (layout without fill, tap and decap cells) --
| logic type | count (synthesis) | after routing |
|---|---|---|
| buffers and inverters | 10 | 43 |
| AOI/OAI and AO/OA | 24 | 24 |
| and+or+nand+nor | 29 | 29 |
| xor gates and xnor gates | 1 | 1 |
-- per-layer routing --
layer | wire (µm) | up-vias
met5 | 0 | -
met4 | 0 | 0
met3 | 101 | 0
met2 | 758 | 10
met1 | 652 | 257
li1 | - | 303
Power figures rest on the tool's default switching activity, not on a simulated workload.
