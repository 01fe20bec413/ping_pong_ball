--- design/flow/config.mk ---
export PLATFORM = sky130hd
export DESIGN_NAME = clk_sel
export DESIGN_NICKNAME = clk_sel
export VERILOG_FILES = /design/flow/design.v
export SDC_FILE = /design/flow/constraint.sdc
export NUM_CORES = 4
export LEC_CHECK = 1
export CORE_AREA = 10 10 70 70
export DIE_AREA = 0 0 80 80
--- design/flow/design.v ---
module clk_sel(clk_lf,level,btnC,clk_game);
input clk_lf,btnC;
input [1:0]level;
output reg clk_game;
reg [3:0] Fout;
always @ (posedge clk_lf or posedge btnC)
begin 
    if(btnC==1)
        begin
        Fout<=0;
        clk_game<=0;
    end
        else 
        begin
    Fout<=Fout+1;
    case (level)
    2'b00: clk_game <= Fout[3];         
    2'b01: clk_game <= Fout[2];
    2'b10: clk_game <= Fout[1];
    2'b11: clk_game <= Fout[0];       
    endcase
   end
end
endmodule
--- design/flow/constraint.sdc ---
current_design clk_sel

set clk_period 1.2
set clk_io_pct 0.2

create_clock -name clk0 -period $clk_period [get_ports {clk_lf}]

set non_clock_inputs [all_inputs -no_clocks]
set_input_delay [expr $clk_period * $clk_io_pct] -clock clk0 $non_clock_inputs
set_output_delay [expr $clk_period * $clk_io_pct] -clock clk0 [all_outputs]
--- design/flow/run.sh ---
#!/bin/bash
# OpenROAD 26Q1-2900-gdf79404cd8, Yosys 0.63+post, stock flow scripts
make -C /OpenROAD-flow-scripts/flow DESIGN_CONFIG=/design/flow/config.mk WORK_HOME=/design/flow/orfs finish
==> job_summary.md <==
## Implementation flow summary

| Metric | Value |
|---|---|
| Cell types with the largest area share after synthesis | `sky130_fd_sc_hd__dfrtp_1 (66%), sky130_fd_sc_hd__mux4_2 (12%), sky130_fd_sc_hd__ha_1 (6.6%)` |
| Transition time of the tightest slew-check pin | `between 0.15 and 0.2 ns` |
| Worst reg2reg path endpoint | `clk_game$_DFF_PP0_` |
| Synth Warn # | `1` |
| Type of the setup path with the least slack | `in -> reg` |
| Cells along the critical path | `clkdlybuf4s50_1 > mux4_2` |
| Critical path depth | `2` |
| Die boundary height | `80 µm` |
| Achievable frequency | `906 MHz` |
| Total of cells resized after clock tree synthesis | `1` |
| Total routed wirelength | `approximately 350 µm` |
| Type of the worst min-delay path | `in -> async` |
| Max VDD drop | `0.000129 V` |
| Post-layout util | `9.16%` |
| CTS root buf | `sky130_fd_sc_hd__clkbuf_4` |
| Fin. Hold Viols | `0` |
| Count of buffers added by post-CTS timing repair for setup | `0` |
| All-Layer GR Usage | `1.51%` |
| Worst Clk Skew | `about 0.0025 ns` |
| Post-detailed-route via-to-cell ratio | `1.68` |
| Wire length of the first global-routing pass | `648 µm` |
| DR WL/cell | `5.30 µm` |
| Number of iterations in the first detailed-routing pass | `2` |
| Average cell area after synthesis | `15.8 µm²` |
| Total congestion overflow after global routing | `0` |
| Max-capacitance violation count | `0` |
| Synth Seq Share | `65.8%` |
| Initial Utilization | `5.57%` |
| Register clock-pin slew on the reported worst setup and hold paths | `0.04 ns` |
| Leakage power total | `0.130 nW` |
| #FFs+latches synth | `5` |
| RSZ-0062 raised after global routing | `no` |
| Count of clock tree sinks | `5` |
| Combined area of all synthesized cells | `190 µm²` |
| Initial antenna violation count | `0` |
| Startpoint type of the worst setup path | `input port` |
| Area Growth Syn to Fin | `64.5%` |
| DRC | `0` |
| Antenna diode count | `0` |
| Hold buffer count at cts | `0` |
| Leading cell types in the layout, fill and taps excluded | `sky130_fd_sc_hd__dfrtp_1 (5), sky130_fd_sc_hd__clkbuf_4 (3), sky130_fd_sc_hd__clkdlybuf4s50_1 (3), sky130_fd_sc_hd__inv_1 (2)` |
| Total of endpoints with negative setup slack in the final report | `0` |
| Highest cell delay on the worst timing path | `0.49 ns` |
| CP arrival | `around 1.2 ns` |
| Launch point of the worst reg-to-reg path | `Fout[0]$_DFF_PP0_` |
| Time the worst path needs with I/O delays and setup | `1.10 ns` |
| Max-slew violations | `0` |
| Std-Cell Rows | `21` |
| DP Worst Slack | `-0.164 ns` |
| Standard cell with the maximum stage delay on the critical path | `sky130_fd_sc_hd__mux4_2` |
| Number of buffers added on ports | `4` |
| Synthesized netlist cell count | `12` |
| Setup slack of the critical path after layout | `0.0965 ns` |
| Number of warnings the tools reported | `25` |
| Top-Level Pins | `5` |
| FF-to-FF setup slack | `~0.21 ns` |
| Chip Footprint | `about 6400 µm²` |
| Clock tree from TritonCTS | `yes` |
| Area of the placeable core | `3420 µm²` |
| Category of cells accounting for the largest share of critical-path delay | `multiplexers` |
| Count of buffer and inverter cells on the critical path | `1` |
| Number of cells in the yosys synthesis report | `12` |
| Worst-case clock buffer depth | `2` |
| Detailed placement HPWL | `283 µm` |
| Placed Area | `~290 µm²` |
| Area fraction of the dominant cell type after synthesis | `65.8%` |
| Layout fillers | `398` |
| Final RePlAce weighted congestion | `0.762` |
| Clock latency of the later-clocked register in the worst-skew pair | `between 0.2 and 0.25 ns` |
| Worst EP required | `1.31 ns` |
| Ratio of cells with drive above 1 in the final layout | `20.0%` |
| Die Width | `approximately 80 µm` |
| Count of nets left with antenna violations after detail routing | `0` |
| Chip Area, Yosys | `190 µm²` |
| Final total negative setup slack | `0 ns` |
| Outcome | `completed` |
| Slew HR | `between 80% and 90%` |
| R2R cell count | `1` |
| Design area | `~310 µm²` |
| Highest fanout seen on the critical path | `1` |
| Initial DRC Count | `4` |
| Vias post-DR | `111` |
| Kind of capture point of the worst setup path | `flip-flop` |
| Count of different cell masters after synthesis | `7` |
| Total number of H-tree levels | `1` |
| Vias in the first global route | `134` |
| Power density normalized to cell area | `1210 nW/µm²` |
| Pin count of the biggest net entering global routing | `6` |
| Commonest Layout Cell | `sky130_fd_sc_hd__dfrtp_1` |
| Clock buffers created by TritonCTS | `3` |
| Period utilization | `92.0%` |
| Post-synthesis cell type with the largest combined area | `sky130_fd_sc_hd__dfrtp_1` |
[sequential cells by signal, summed over array words and instances, names as in the netlist]
register	count
Fout	4
clk_game	1
[through the flow]
step / hold WS (ns) / cells / total power [mW]
6_report: 0.197 / 66 / 0.377
3_5_place_dp: 0.458 / 62 / 0.187
4_1_cts: 0.193 / 66 / 0.389
2_1_floorplan: 0.0185 / 12 / 0.176
5_1_grt: 0.203 / 66 / 0.400
3_3_place_gp: 0.444 / 62 / 0.187
[report_power, final]
| part | total, mW | switching [mW] | internal (mW) | leakage [nW] |
|---|---|---|---|---|
| sequential | 0.169 | 0 | 0.169 | 0.0658 |
| clock | 0.193 | 0.0672 | 0.126 | 0.0150 |
| combinational | 0.0150 | 0.00506 | 0.00993 | 0.0496 |
[synthesized netlist by cell type]
library cell              count
sky130_fd_sc_hd__nand3_1      1
sky130_fd_sc_hd__xnor2_1      1
sky130_fd_sc_hd__xor2_1       1
sky130_fd_sc_hd__dfrtp_1      5
sky130_fd_sc_hd__ha_1         1
sky130_fd_sc_hd__inv_1        2
sky130_fd_sc_hd__mux4_2       1
[worst max path at each step]
| stage | start | to | slack (ns) |
|---|---|---|---|
| after CTS | level[0] | clk_game$_DFF_PP0_ | 0.09 |
| after global routing | level[0] | clk_game$_DFF_PP0_ | 0.04 |
| final | level[0] | clk_game$_DFF_PP0_ | 0.1 |
[kinds of logic after synthesis]
group                      after synthesis  share of synthesized area, %
xor gates and xnor gates                 2                          9.21
muxes                                    1                          11.8
buffers and inverters                    2                          3.95
DFF                                      5                          65.8
and+or+nand+nor                          1                          2.63
adders and majority gates                1                          6.58
[layer usage]
layer / part of all wire, % / GRT usage, % / routed length (µm)
met1: 53 / 1.62 / 186
met2: 24 / 1.28 / 83
met3: 21 / 2.61 / 74
met4: 1.7 / 0.352 / 6
met5: 0 / 0 / 0
[layout make-up]
cell class	count	area [µm²]	share of cell area, %
multi-input combinational	5	57.6	18.4
tap	46	57.6	18.4
clock buffer	4	26.3	8.40
sequential	5	125	40.0
inverter	2	7.51	2.40
timing repair buffer	4	38.8	12.4
Power and IR drop assume default switching activity.
